[./design.v]
`default_nettype none
`timescale 1ns/1ns
module alu (
    input wire clk,
    input wire rst,
    input wire enable,
    input wire [7:0] operation,
    input wire [7:0] op1,
    input wire [7:0] op2,
	input wire cpu_carry,
    output reg [7:0] result_l,
    output reg [7:0] result_h,
    output wire carry,
    output wire zero,
    output wire sign
);
	reg [7:0] res_h;
	reg [7:0] res_l;
	reg ca;
	reg ze;
	reg si;
	assign carry = ca;
	assign zero = ze;
	assign sign = si;
	assign result_l = res_l;
	assign result_h = res_h;
	always @(posedge clk or posedge rst) begin
	    if (rst) begin
			res_h <= 0;
	        res_l <= 0;
	        ca <= 0;
	        ze <= 0;
	        si <= 0;
	    end else begin
			if (enable) begin
				res_h <= 0;
				case (operation[7])
					1'b1: begin  
						case (operation[6:1])
							6'b00_0100: begin  
								if ((op1 + op2 + cpu_carry) > 255) ca <= 1;
                        		res_l <= (op1 + op2 + cpu_carry);
							end
							6'b00_0101: begin  
								if ((op1 + op2 + cpu_carry) > 255) ca <= 1;
                        		res_l <= (op1 + op2 + cpu_carry);
							end
							6'b00_0110: begin  
								if ((op1 - op2) == 0) ze <= 1;
								if (op1 < op2) begin
									si <= 1;
									res_l <= (op2 - op1);
								end else begin
									res_l <= (op1 - op2);
								end
							end
							6'b00_0111: begin  
								if ((op1 - op2) == 0) ze <= 1;
								if (op1 < op2) begin
									si <= 1;
									res_l <= (op2 - op1);
								end else begin
									res_l <= (op1 - op2);
								end
							end
							6'b00_1000: begin  
								if ((op1 == 0) | (op2 == 0)) ze <= 1;
								{ res_h, res_l } <= (op1 * op2);
							end
							6'b00_1001: begin  
								if ((op1 == 0) | (op2 == 0)) ze <= 1;
								{ res_h, res_l } <= (op1 * op2);
							end
							6'b00_1010: begin  
								if ((op1 & op2) == 0) ze <= 1;
                        		res_l <= (op1 & op2);
							end
							6'b00_1011: begin  
								if ((op1 & op2) == 0) ze <= 1;
                        		res_l <= (op1 & op2);
							end
							6'b00_1100: begin  
								if ((op1 | op2) == 0) ze <= 1;
                        		res_l <= (op1 | op2);
							end
							6'b00_1101: begin  
								if ((op1 | op2) == 0) ze <= 1;
                        		res_l <= (op1 | op2);
							end
							6'b00_1110: begin  
								if ((op1 ^ op2) == 0) ze <= 1;
                        		res_l <= (op1 ^ op2);
							end
							6'b00_1111: begin  
								if ((op1 ^ op2) == 0) ze <= 1;
                        		res_l <= (op1 ^ op2);
							end
						endcase
					end
					1'b0: begin  
						if (operation[6:3] == 4'b1100) begin  
							res_l <= op1 | (8'b00000001 << operation[2:0]);
						end else if (operation[6:3] == 4'b1101) begin   
							if ((op1 & ~(8'b00000001 << operation[2:0])) == 8'b0000_0000) ze <= 1;
							res_l <= op1 & ~(8'b00000001 << operation[2:0]);
						end else begin
							case (operation)
								8'b0000_0001: begin  
									if (op1 == 8'h01) ze <= 1;
									if (op1 < 8'h01) begin
										si <= 1;
										res_l <= 8'h01;
									end else begin
										res_l <= (op1 - 1'b1);
									end
								end
								8'b0000_0010: begin  
									if (op1 == 8'hFF) begin
										ca <= 1;
										ze <= 1;
									end
									res_l <= (op1 + 1'b1);
								end
								8'b0000_0011: begin  
									if ((~op1) == 8'h00) ze <= 1;
									res_l <= ~op1;
								end
								8'b0000_0100: begin  
									ca <= 1;
								end
								8'b0000_0101: begin  
									ca <= 0;
								end
								8'b0000_0110: begin  
									if (op1 == 0) ze <= 1;
									res_l <= { op1[6:0], op1[7] };
								end
								8'b0000_0111: begin  
									if (op1 == 0) ze <= 1;
									res_l <= { op1[0], op1[7:1] };
								end
								8'b0000_1000: begin  
									if ({ op1[6:0], cpu_carry } == 0) ze <= 1;
									res_l <= { op1[6:0], cpu_carry };
									ca <= op1[7];
								end
								8'b0000_1001: begin  
									if ({ cpu_carry, op1[7:1] } == 0) ze <= 1;
									res_l <= { cpu_carry, op1[7:1] };
									ca <= op1[0];
								end
								8'b0000_1010: begin  
									if (op1 == 0) ze <= 1;
									res_l <= { op1[3:0], op1[7:4] };
								end
							endcase
						end
					end
            	endcase
			end
	    end
	end
endmodule
[./run.sh]
#!/bin/bash
# OpenROAD 26Q1-2900-gdf79404cd8, Yosys 0.63+post, stock flow scripts
make -C /OpenROAD-flow-scripts/flow DESIGN_CONFIG=/design/flow/config.mk WORK_HOME=/design/flow/orfs finish
[./config.mk]
export PLATFORM = sky130hd
export DESIGN_NAME = alu
export DESIGN_NICKNAME = alu
export VERILOG_FILES = /design/flow/design.v
export SDC_FILE = /design/flow/constraint.sdc
export NUM_CORES = 4
export LEC_CHECK = 1
export CORE_UTILIZATION = 40
[./constraint.sdc]
current_design alu

set clk_period 1.0
set clk_io_pct 0.2

create_clock -name clk0 -period $clk_period [get_ports {clk}]

set non_clock_inputs [all_inputs -no_clocks]
set_input_delay [expr $clk_period * $clk_io_pct] -clock clk0 $non_clock_inputs
set_output_delay [expr $clk_period * $clk_io_pct] -clock clk0 [all_outputs]
==> results.toml <==
# yosys + openroad results
[status]
status = "finished with violations"
violations = "setup timing"

[yosys]
total_of_flip_flops_plus_latches_after_synthesis = 19
synth-area-yosys_um2 = 5650
synthesis.area_per_instance_um2 = 7.68
synth_warnings = 3
syn_inst = 735
ys_seq_share_pct = 8.42
post_synth_instance_area_um2 = 5650
yosys_most_used_dff = "dfrtp_1"
ys_cells = 735
synth-edff-count = 0
netlist-cell-type-count = 77
asyncSetResetFlopFracSynth_pct = 100

[placement]
port-buffer-count = 46
dp.cells = 1186
gp_congestion = 1.02
place.detailed.hpwl_um = 20500
detailed_place.area_um2 = 8460

[sta]
timing.clock.skew_ns = 0
tightestPinTransition_ns = 0.565
max_fclk_mhz = 251
period_utilisation_layout_pct = 399
drv_slew = 0
final_hold_viols = 0
final-setup-viol-count = 19
unrepaired_setup_endpoints_after_global_routing = "yes"
relSlewSlack_pct = 62.3
finalWorstSetupSlack_ns = -2.99
timing.final.crit_period_ns = 3.99

[global_routing]
wire_length_of_the_first_global_routing_pass_um = 41500
antenna_found_initial = 0
globalRoute.totalOverflow = 0
grt_max_degree = 22
groute.usage.overall_pct = 39.5
grt_pass1_vias = 7424

[power]
seqPwrFrac_pct = 7.8
power.internal_mw = 6.38
vdd.ir_drop.worst_mv = 2.91
leakage_nw = 4.43
power.density_cell_area_nw_per_um2 = 1210
pwr-share-clk_pct = 7.1
power_switching_mw = 5.48
pwr-share-comb_pct = 85.1
netSwitchingFraction_pct = 46.2

[flow_run]
maxCapViolations = 0
warning_count = 54

[floorplan]
fp_util_pct = 40.8
placeableCoreArea_um2 = 13800
floorplan.die_area_um2 = 14600
row_count = 43
die_h_um = 121
num_io_pins = 47
die_w_um = 121

[worst_setup_path]
worst_path_dominant_cell_family = "adder cells"
crit_path_end_kind = "flip-flop"
critPathKind = "primary input to flip-flop"
worst_r2r_endpoint = "res_l[0]"
timing.critical_path.slowest_stage_cell = "fa_1"
reg2regPathDepth = 4
worstPathCellList = "buf_2 > inv_2 > buf_4 > buf_4 > nor2_2 > ha_1 > inv_1 > fa_1 > inv_2 > fa_1 > inv_2 > fa_1 > inv_2 > ha_4 > o2111a_2 > nor3_4 > o21ai_1 > a21oi_1 > xnor2_1 > o2bb2ai_1"
crit_buf_inv = 8
cp_common_cell = "inv_2"
timing.critical_path.arrival_ns = 4.12
critPathLaunchType = "primary input"
worst_setup_slack_for_register_to_register_paths_ns = 0.06
path_max_fanout = 4
critical_path.max_stage_delay_ns = 0.57
critical_path_required_ns = 1.14
crit-reg2reg-launch = "res_l[0]"

[clock_network]
clockBufferDepth = 2
tritoncts_clock_tree = "yes"
cts.htree.levels = 1
cts_hold_buf = 0
numCtsBuffers = 3
clk_latency_ns = 0.25
cts.clk_slew.worst_paths_ns = 0.06
clock-root-buffer = "clkbuf_16"
tritoncts_num_sinks = 19

[finish]
drive_gt1_share_pct = 50.5
fin_cells = 1242
post-route-cell-area_um2 = 9800
most_common_library_cell_in_the_layout_ignoring_fill_and_taps = "buf_4"
top_cells_excl_fill_tap = "buf_4 (255), nor2_1 (59), inv_1 (58)"
final_cell_utilization_of_the_core_pct = 70.9
syn2layout_area_growth_pct = 73.6

[detailed_routing]
route.vias.total = 7320
totalWireLength_um = 28700
antenna_left = 0
wire_per_inst_um = 23.1
drt-vias-per-instance = 5.89
dr.pass1.iters = 6
detail_route.iter0.violations = 452
detail_route.drc_violations = 0
detail_route.antenna_diodes = 0

[min_path]
worstHoldPathType = "primary input to async pin"
## power groups by stage
stage	Combinational [mW]	Sequential, mW	Clock [mW]
finish	10.1	0.928	0.839
global route	10.6	0.942	0.887
CTS	8.48	0.928	0.846
## metrics by stage
step,setup TNS [ns],worst slack (ns),hold WS (ns),power (mW)
6_report,-43.94,-2.99,0.269,11.9
5_1_grt,-45.21,-3.09,0.279,12.5
4_1_cts,-42.89,-2.93,0.268,10.3
3_5_place_dp,-57.47,-3.53,0.484,8.20
3_3_place_gp,-57.08,-3.43,0.489,8.11
2_1_floorplan,-38.61,-2.72,0.151,5.13
## timing repair
item | CTS | global route
setup endpoints to repair | 38 | 22
pin swaps | 94 | 82
resized | 302 | 92
buffers inserted | 51 | 13
## tightest hold or removal path, stage by stage
cell and delay, ns:
clkdlybuf4s50_1 0.39, inv_1 0.09, buf_12 0.17
## synthesized netlist by cell type (all sizes together), types with 8 or more instances
library cell	n	area [um^2]
fa	40	801
nand2	53	201
nor2	91	342
a221oi	8	76.3
nor2b	9	56.3
inv	87	327
xnor2	21	184
a21oi	36	184
dfrtp	19	475
nand3	18	95.1
clkbuf	19	71.3
nor4	13	81.3
or3	9	56.3
a211oi	14	110
buf	14	77.6
a21o	9	67.6
o21ai	32	160
nor3	18	95.1
a31oi	14	87.6
ha	71	888
## cell families after synthesis
| family | Yosys count | share of synthesized area, % |
|---|---|---|
| AND/OR/NAND/NOR | 247 | 21.0 |
| AND-OR/OR-AND | 196 | 24.7 |
| buffers and inverters | 126 | 8.82 |
| adder cells (fa/ha/maj) | 111 | 29.9 |
| XOR/XNOR | 26 | 4.03 |
| flip-flops | 19 | 8.42 |
| multiplexers | 10 | 3.10 |
## metal layers
| metal | vias up | routed length (um) | GRT usage (%) |
|---|---|---|---|
| met4 | 0 | 1630 | 18.4 |
| met3 | 109 | 2790 | 9.97 |
| met2 | 435 | 13300 | 64.1 |
| met1 | 3489 | 11000 | 49.8 |
| li1 | 3287 | - | - |
| met5 | - | 0 | 0 |
## flip-flops by register name (all words and copies together) (netlist names)
register	count
ze	1
res_h	8
res_l	8
si	1
ca	1
## worst max path at each step
| stage | startpoint | end | slack, ns | cells after the start |
|---|---|---|---|---|
| global route | op2[2] | res_h[5] | -3.09 | 18 |
| CTS | op1[4] | res_h[5] | -2.93 | 16 |
| finish | op2[6] | res_h[7] | -2.99 | 20 |
## layout make-up
type / count / area [um^2]
Inverter: 93 / 428
Tap cell: 180 / 225
Fill cell: 915 / 4030
Clock buffer: 3 / 75.1
Sequential cell: 19 / 475
Clock inverter: 1 / 5.00
Timing Repair Buffer: 356 / 3000
Multi-Input combinational cell: 590 / 5600
Power figures rest on the tool's default switching activity, not on a simulated workload.
